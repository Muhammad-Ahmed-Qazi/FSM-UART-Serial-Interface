==> ./design.v <==
module baud_gen (
    input  logic clk,
    input  logic reset,
    output logic tick
);
    parameter BAUD_DIV = 5208;   
    logic [$clog2(BAUD_DIV)-1:0] count;        
    always_ff @(posedge clk or posedge reset) begin
        if (reset) begin
            count <= 0;
            tick  <= 0;
        end else if (count == BAUD_DIV - 1) begin
            count <= 0;
            tick  <= 1;
        end else begin
            count <= count + 1;
            tick  <= 0;
        end
    end
endmodule
module uart_rx (
    input  logic       clk,
    input  logic       reset,
    input  logic       tick,
    input  logic       rx,
    output logic [7:0] data_out,
    output logic       data_ready,
    output logic       busy
);
typedef enum logic [1:0] {
    IDLE,
    RECEIVING,
    CLEANUP
} state_t;
state_t state, next_state;
logic [7:0] shift_reg;   
logic [3:0] bit_count;   
logic [3:0] sample_count;  
always_ff @(posedge clk) begin
    if (reset) begin
        state      <= IDLE;
        next_state <= IDLE;
        data_out   <= 8'b0;
        data_ready <= 0;
        busy       <= 0;
        bit_count    <= 0;
        shift_reg  <= 8'b0;
    end else begin
        state <= next_state;
        if (tick) begin
            case (state)
                IDLE: begin
                    data_ready <= 0;
                    busy       <= 0;
                    if (rx == 0) begin   
                        busy         <= 1;
                        bit_count    <= 0;
                        sample_count <= 0;
                        next_state   <= RECEIVING;
                    end else begin
                        next_state <= IDLE;
                    end
                end
                RECEIVING: begin
                    if (tick) begin
                        sample_count <= sample_count + 1;
                        if (sample_count == 0) begin
                            shift_reg <= {rx, shift_reg[7:1]};   
                            bit_count  <= bit_count + 1;
                            sample_count <= 0;
                            if (bit_count == 7) begin   
                                next_state <= CLEANUP;
                            end else begin
                                next_state <= RECEIVING;
                            end
                        end else begin
                            next_state <= RECEIVING;   
                        end
                    end
                end
                CLEANUP: begin
                    data_out <= shift_reg;
                    data_ready <= 1;
                    next_state <= IDLE;
                end
            endcase
        end
    end
end
endmodule
module uart_top (
    input  logic        clk,       
    input  logic        raw_reset,     
    input  logic        rx,        
    output logic        tx        
);
    logic        tick;
    logic        reset;
    logic [7:0]  data_out;
    logic        data_ready;
    logic        tx_done;
    logic        tx_busy;
    logic        start;
    logic [7:0]  data_in;
    assign data_in = data_out;
    assign reset = ~raw_reset;
    always_ff @(posedge clk or posedge reset) begin
        if (reset)
            start <= 0;
        else if (data_ready && !tx_busy)
            start <= 1;
        else
            start <= 0;
    end
    baud_gen #(.BAUD_DIV(5208)) baud_inst (
        .clk(clk),
        .reset(reset),
        .tick(tick)
    );
    uart_tx tx_inst (
        .clk(clk),
        .reset(reset),
        .tick(tick),
        .start(start),
        .data_in(data_in),
        .tx(tx),
        .done(tx_done),
        .busy(tx_busy)
    );
    uart_rx rx_inst (
        .clk(clk),
        .reset(reset),
        .tick(tick),
        .rx(rx),
        .data_out(data_out),
        .data_ready(data_ready),
        .busy()
    );
endmodule
module uart_tx (
    input  logic       clk,
    input  logic       tick,
    input  logic       start,
    input  logic [7:0] data_in,
    input  logic       reset,
    output logic       tx,
    output logic       busy,
    output logic       done
);
typedef enum logic [1:0] {
	IDLE,
	START,
	SHIFT,
	CLEANUP
} state_t;
state_t state, next_state;
logic [9:0] shift_reg;
logic [3:0] bit_count;
always_ff @(posedge clk) begin
    if (reset) begin
        state      <= IDLE;
		next_state <= IDLE;
        busy       <= 0;
        done       <= 0;
        tx         <= 1;
        shift_reg  <= 10'b0;
        bit_count  <= 0;
    end else begin
        state <= next_state;
        if (tick) begin
            case (state)
                IDLE: begin
                    done <= 0;
                    busy <= 0;
                    tx   <= 1;  
                    if (start) begin
                        shift_reg <= {1'b1, data_in, 1'b0};
                        bit_count <= 0;
                        next_state <= START;
                        busy <= 1;
                    end else begin
                        next_state <= IDLE;
                    end
                end
                START: begin
                    tx <= shift_reg[0];
                    shift_reg <= shift_reg >> 1;
                    bit_count <= bit_count + 1;
                    next_state <= SHIFT;
                end
                SHIFT: begin
                    tx <= shift_reg[0];
                    shift_reg <= shift_reg >> 1;
                    bit_count <= bit_count + 1;
                    if (bit_count == 9)
                        next_state <= CLEANUP;
                    else
                        next_state <= SHIFT;
                end
                CLEANUP: begin
                    done <= 1;
                    busy <= 0;
                    tx   <= 1;
                    next_state <= IDLE;
                end
            endcase
        end
    end
end
endmodule
==> ./run.sh <==
#!/bin/bash
# OpenROAD 26Q1-2900-gdf79404cd8, Yosys 0.63+post, stock flow scripts
make -C /OpenROAD-flow-scripts/flow DESIGN_CONFIG=/design/flow/config.mk WORK_HOME=/design/flow/orfs finish
==> ./config.mk <==
export PLATFORM = sky130hd
export DESIGN_NAME = uart_top
export DESIGN_NICKNAME = uart_top
export VERILOG_FILES = /design/flow/design.v
export SDC_FILE = /design/flow/constraint.sdc
export NUM_CORES = 4
export LEC_CHECK = 1
export CORE_UTILIZATION = 40
==> ./constraint.sdc <==
current_design uart_top

set clk_period 2.9
set clk_io_pct 0.2

create_clock -name clk0 -period $clk_period [get_ports {clk}]

set non_clock_inputs [all_inputs -no_clocks]
set_input_delay [expr $clk_period * $clk_io_pct] -clock clk0 $non_clock_inputs
set_output_delay [expr $clk_period * $clk_io_pct] -clock clk0 [all_outputs]
==> load_flow_metrics.sql <==
-- metrics for the results database
INSERT INTO impl_metrics (metric_group, metric, value, unit) VALUES
('run_status', 'outcome', 'finished, final reports clean', ''),
('finish', 'largest_reg_flops', '13', ''),
('worst_setup_path', 'crit_path_start_kind', 'flip-flop', ''),
('placement', 'port_buffers', '3', ''),
('final_timing', 'final_min_period_over_clock_period', '69.6', '%'),
('synth', 'yosysUniqueCellTypes', '38', ''),
('floorplanning', 'rows', '30', ''),
('clock_network', 'insertion_delay', '0.33', 'ns'),
('finish', 'layout.cells.non_filler', '397', ''),
('grt', 'grt_use_total', '14.6', '%'),
('clock_network', 'clk_path_buf_depth', '2', ''),
('clock_network', 'tritoncts_clock_tree', 'yes', ''),
('worst_setup_path', 'timing.critical_path.to_type', 'flip-flop', ''),
('clock_network', 'clock_sink_count', '64', ''),
('final_timing', 'timing.slew.headroom', '61.2', '%'),
('grt', 'antenna_violations_before_repair', '0', ''),
('grt', 'gr-total-overflow', '0', ''),
('synth', 'post_synthesis_sequential_area_ratio', '48.7', '%'),
('synth', 'ys_cells', '290', ''),
('worst_setup_path', 'cp.required', '3.16', 'ns'),
('power', 'irDropWorstVdd', '0.294', 'mV'),
('finish', 'layout.core_utilization', '46.9', '%'),
('final_timing', 'timing.final.crit_period', '2.02', 'ns'),
('synth', 'numSynthFlops', '64', ''),
('final_timing', 'finalHoldViolCount', '0', ''),
('clock_network', 'post_cts_resize_count', '0', ''),
('synth', 'yosys.stat.chipArea', '2870', 'µm²'),
('power', 'leakage_power', '1.32', 'nW'),
('synth', 'synth_warnings', '4', ''),
('drt', 'ant_nets', '0', ''),
('final_timing', 'fin_tns_setup', '0', 'ns'),
('clock_network', 'cts_root_buf', 'sky130_fd_sc_hd__clkbuf_8', ''),
('drt', 'detail_route.antenna_diodes', '0', ''),
('drt', 'highest_layer', 'met4', ''),
('flow_run', 'drv_cap', '0', ''),
('clock_network', 'clk_transition_reported_paths', '0.07', 'ns'),
('synth', 'ys_top_cells_by_area', 'sky130_fd_sc_hd__dfxtp_1 31%, sky130_fd_sc_hd__dfrtp_1 13%, sky130_fd_sc_hd__mux2i_1 6.6%', ''),
('power', 'power.density', '542', 'nW/µm²'),
('drt', 'viasPerCell', '4.80', ''),
('power', 'design_power_total', '1.75', 'mW'),
('floorplanning', 'ioPinCount', '4', ''),
('drt', 'avgRoutedWirePerCell', '11.7', 'µm'),
('floorplanning', 'die-area', '7510', 'µm²'),
('clock_network', 'hold_buffers', '0', ''),
('floorplanning', 'die.size.y', '86.6', 'µm'),
('grt', 'grt_max_degree', '28', ''),
('synth', 'synth_cells', '290', ''),
('synth', 'postSynthAreaPerCell', '9.88', 'µm²'),
('final_timing', 'finalMaxSlewViolations', '0', ''),
('final_timing', 'max_slew.worst_pin.slew', '0.577', 'ns'),
('grt', 'grt_pass1_vias', '1807', ''),
('final_timing', 'setup-violations-final', '0', ''),
('synth', 'synth_top_area_share', '31.4', '%'),
('drt', 'detailedRoute.firstIterationViolations', '102', ''),
('worst_setup_path', 'timing_worst_setup_path_type', 'reg -> reg', ''),
('drt', 'remaining_drc_errors', '0', ''),
('clock_network', 'numCtsBuffers', '9', ''),
('drt', 'wire_length_reported_by_the_detailed_router', '4650', 'µm'),
('final_timing', 'clock_skew', '0.00419', 'ns'),
('flow_run', 'warning_count', '32', ''),
('grt', 'grt_pass1_wl', '8330', 'µm'),
('drt', 'vias', '1904', ''),
('floorplanning', 'design.core.area', '6870', 'µm²'),
('placement', 'place.detailed.hpwl', '3210', 'µm'),
('final_timing', 'achievable-frequency', '495', 'MHz'),
('drt', 'wl_met3', '148', 'µm'),
('finish', 'layout-drive-gt1-share', '7.97', '%'),
('floorplanning', 'initial_core_util', '41.7', '%'),
('floorplanning', 'die-width', '86.6', 'µm'),
('placement', 'gpl_congestion', '0.783', ''),
('finish', 'area_growth', '12.4', '%'),
('synth', 'post_synthesis_cell_area', '2870', 'µm²'),
('drt', 'firstDrtPassIters', '4', ''),
('placement', 'post-place-cells', '381', ''),
('worst_hold_path', 'holdCritPathClass', 'in -> async', ''),
('clock_network', 'h_tree_depth', '3', ''),
('worst_setup_path', 'critical_path_arrival', '2.28', 'ns'),
('clock_network', 'post-cts-setup-buffers', '0', ''),
('drt', 'wl_met1', '2360', 'µm'),
('synth', 'netlist.top_cell.by_area', 'sky130_fd_sc_hd__dfxtp_1', ''),
('worst_setup_path', 'cp_max_fo', '6', ''),
('final_timing', 'unrepaired_setup_endpoints_after_global_routing', 'false', ''),
('drt', 'met2_wirelength', '2080', 'µm');
## cell families after synthesis
logic type / Yosys count / synth area share [%]
compound gates: 37 / 9.39
simple gates: 117 / 21.1
mux: 20 / 7.03
buf+inv: 23 / 3.14
fa+ha+maj: 13 / 5.68
flops: 64 / 48.7
xor+xnor: 16 / 4.89
## critical path, cell delays in order (launching register included)
cell,delay [ns]
sky130_fd_sc_hd__edfxtp_1,0.44
sky130_fd_sc_hd__inv_1,0.09
sky130_fd_sc_hd__ha_1,0.15
sky130_fd_sc_hd__or3b_4,0.38
sky130_fd_sc_hd__a221o_1,0.38
sky130_fd_sc_hd__or3_1,0.36
sky130_fd_sc_hd__a21oi_1,0.14
## cell type report
type	instances	area, µm²
fillers	648	3650
flip-flops and latches	64	1400
multi-input cells	203	1380
clock buffers	12	178
well taps	96	120
repair buffers	8	62.6
clock inverters	4	47.5
inverters	10	37.5
## metal layers
layer | up-vias | global-route usage [%]
met3 | 6 | 4.44
met2 | 10 | 23.1
met1 | 882 | 21.2
li1 | 1006 | -
met5 | - | 0
met4 | 0 | 1.36
## path summary, 6_finish.rpt
path,startpoint,endpoint,slack (ns),cells after the start
worst max-delay path,rx_inst.sample_count[0],rx_inst.bit_count[3],0.88,6
worst min-delay path,raw_reset,start,0.20,1
worst max register to register,rx_inst.sample_count[0],rx_inst.bit_count[3],0.88,6
worst min register to register,tx_inst.busy,start,0.40,1
max in group asynchronous,raw_reset,baud_inst.count[8],2.16,2
min in group clk0,tx_inst.busy,start,0.40,1
## report_power, final
group	internal [mW]	total, mW	switching [mW]
logic	0.00989	0.0252	0.0153
clock network	0.499	0.829	0.331
registers	0.891	0.892	0.00100
total	1.40	1.75	0.347
## cells in the final DEF (no fill, tap or decap), types with 6 or more instances in the layout
cell type	synthesis	final
sky130_fd_sc_hd__and2_1	7	7
sky130_fd_sc_hd__nand3_1	19	19
sky130_fd_sc_hd__inv_1	10	10
sky130_fd_sc_hd__a21boi_0	12	12
sky130_fd_sc_hd__mux2i_1	19	19
sky130_fd_sc_hd__clkbuf_8	0	9
sky130_fd_sc_hd__o211a_1	8	8
sky130_fd_sc_hd__xor2_1	11	11
sky130_fd_sc_hd__o21ai_0	6	6
sky130_fd_sc_hd__nor2b_1	16	16
sky130_fd_sc_hd__ha_1	13	13
sky130_fd_sc_hd__nand2_1	29	29
sky130_fd_sc_hd__dfxtp_1	45	45
sky130_fd_sc_hd__dfrtp_1	15	15
sky130_fd_sc_hd__nor2_1	20	20
## cells in the mapped netlist
master	count
sky130_fd_sc_hd__nand4_1	2
sky130_fd_sc_hd__o21a_1	1
sky130_fd_sc_hd__nor3b_1	3
sky130_fd_sc_hd__ha_1	13
sky130_fd_sc_hd__a21boi_0	12
sky130_fd_sc_hd__nand2b_1	5
sky130_fd_sc_hd__inv_1	10
sky130_fd_sc_hd__nor4bb_1	2
sky130_fd_sc_hd__dfrtp_1	15
sky130_fd_sc_hd__nor2b_1	16
sky130_fd_sc_hd__and2_1	7
sky130_fd_sc_hd__mux2i_1	19
sky130_fd_sc_hd__edfxtp_1	4
sky130_fd_sc_hd__o211a_1	8
sky130_fd_sc_hd__nor2_1	20
sky130_fd_sc_hd__nand4b_1	1
sky130_fd_sc_hd__o31ai_1	1
sky130_fd_sc_hd__dfxtp_1	45
sky130_fd_sc_hd__clkbuf_1	9
sky130_fd_sc_hd__buf_1	1
sky130_fd_sc_hd__and3_1	5
sky130_fd_sc_hd__xor2_1	11
sky130_fd_sc_hd__mux2_2	1
sky130_fd_sc_hd__o21ai_0	6
sky130_fd_sc_hd__nor3_1	2
sky130_fd_sc_hd__nand3_1	19
sky130_fd_sc_hd__o22ai_1	1
sky130_fd_sc_hd__a221o_1	1
sky130_fd_sc_hd__buf_2	3
sky130_fd_sc_hd__nand2_1	29
sky130_fd_sc_hd__nor4b_1	1
sky130_fd_sc_hd__or3_1	2
sky130_fd_sc_hd__xnor2_1	5
sky130_fd_sc_hd__a21oi_1	5
sky130_fd_sc_hd__or3b_4	1
sky130_fd_sc_hd__and3_2	1
sky130_fd_sc_hd__a31oi_1	2
sky130_fd_sc_hd__nor4_1	1
## stage by stage
step	instance area [µm²]	hold slack (ns)	setup WS (ns)
after floorplan	2870	0.284	1.01
after global placement	3000	0.396	0.728
after detailed placement	3000	0.399	0.704
after CTS	3220	0.182	0.886
after global routing	3220	0.195	0.755
final	3220	0.195	0.881
No activity file was given, so power comes from the tool's default toggle rates.
